File: design/flow/design.v
`resetall
`timescale 1ns / 1ps
`default_nettype none
module gpio_axil #
(
    parameter NUM_GPIO = 1,  
    parameter AXIL_ADDR_WIDTH = 16,
    parameter AXIL_ADDR_BASE = 0,
    parameter RB_NEXT_PTR = 0
)
(
    input  wire                         clk,
    input  wire                         rst,
    input  wire [AXIL_ADDR_WIDTH-1:0]   s_axil_awaddr,
    input  wire [2:0]                   s_axil_awprot,
    input  wire                         s_axil_awvalid,
    output wire                         s_axil_awready,
    input  wire [31:0]                  s_axil_wdata,
    input  wire [3:0]                   s_axil_wstrb,
    input  wire                         s_axil_wvalid,
    output wire                         s_axil_wready,
    output wire [1:0]                   s_axil_bresp,
    output wire                         s_axil_bvalid,
    input  wire                         s_axil_bready,
    input  wire [AXIL_ADDR_WIDTH-1:0]   s_axil_araddr,
    input  wire [2:0]                   s_axil_arprot,
    input  wire                         s_axil_arvalid,
    output wire                         s_axil_arready,
    output wire [31:0]                  s_axil_rdata,
    output wire [1:0]                   s_axil_rresp,
    output wire                         s_axil_rvalid,
    input  wire                         s_axil_rready,
    output wire                         irq,
    input  wire [NUM_GPIO-1:0]          gpio_i,
    output wire [NUM_GPIO-1:0]          gpio_t,
    output wire [NUM_GPIO-1:0]          gpio_o
);
reg s_axil_awready_reg = 1'b0, s_axil_awready_next;
reg s_axil_wready_reg = 1'b0, s_axil_wready_next;
reg s_axil_bvalid_reg = 1'b0, s_axil_bvalid_next;
reg s_axil_arready_reg = 1'b0, s_axil_arready_next;
reg [31:0] s_axil_rdata_reg = 32'd0, s_axil_rdata_next;
reg s_axil_rvalid_reg = 1'b0, s_axil_rvalid_next;
reg do_axil_write, do_axil_read;
assign s_axil_awready = s_axil_awready_reg;
assign s_axil_wready = s_axil_wready_reg;
assign s_axil_bresp = 2'b00;
assign s_axil_bvalid = s_axil_bvalid_reg;
assign s_axil_arready = s_axil_arready_reg;
assign s_axil_rdata = s_axil_rdata_reg;
assign s_axil_rresp = 2'b00;
assign s_axil_rvalid = s_axil_rvalid_reg;
reg [31:0] axis_write_tdata = 32'd0;
reg axis_write_tvalid = 1'b0, axis_write_tvalid_next;
wire axis_write_tready;
wire [31:0] axis_write_ext_tdata;
wire axis_write_ext_tvalid;
wire axis_write_ext_tready;
wire [31:0] axis_read_tdata;
wire axis_read_tvalid;
reg  axis_read_tready = 1'b0;
wire [31:0] axis_read_ext_tdata;
wire axis_read_ext_tvalid;
wire axis_read_ext_tready;
reg software_rst = 0;
reg [31:0] data_direct_reg = 32'b0;
reg [31:0] data_output_reg = 32'b0;
reg [31:0]  data_input_reg = 32'b0;
assign gpio_o = data_output_reg[NUM_GPIO-1:0];
assign gpio_t = ~data_direct_reg[NUM_GPIO-1:0];
reg [31:0] irq_redge_en = 32'b0;
reg [31:0] irq_fedge_en = 32'b0;
reg [31:0] irq_status_summary = 32'b0;
reg [31:0] irq_status_summary_last = 32'b0;
reg [31:0] irq_bit_mask = 32'b0;
reg [31:0] data_input_reg_last = 32'b0;
wire [31:0] data_input_redge;
wire [31:0] data_input_fedge;
assign data_input_redge = (~data_input_reg_last & data_input_reg);
assign data_input_fedge = (data_input_reg_last & ~data_input_reg);
assign irq = (|(irq_status_summary & ~irq_status_summary_last));
always @* begin
    axis_write_tvalid_next = axis_write_tready ? 1'b0 : axis_write_tvalid;
    do_axil_write = 1'b0;
    s_axil_awready_next = 1'b0;
    s_axil_wready_next = 1'b0;
    s_axil_bvalid_next = s_axil_bvalid_reg && !s_axil_bready;
    if (s_axil_awvalid && s_axil_wvalid && (!s_axil_bvalid || s_axil_bready) && (!s_axil_awready && !s_axil_wready)) begin
        s_axil_awready_next = 1'b1;
        s_axil_wready_next = 1'b1;
        s_axil_bvalid_next = 1'b1;
        do_axil_write = 1'b1;
    end
end
always @(posedge clk) begin
    if (rst || software_rst) begin
        s_axil_awready_reg <= 1'b0;
        s_axil_wready_reg <= 1'b0;
        s_axil_bvalid_reg <= 1'b0;
        software_rst <= 1'b0;
        axis_write_tvalid <= 1'b0;
        data_output_reg <= 32'b0;
        data_input_reg <= 32'b0;
        data_direct_reg <= 32'b0;
    end else begin
        axis_write_tvalid <= axis_write_tvalid_next;
        s_axil_awready_reg <= s_axil_awready_next;
        s_axil_wready_reg <= s_axil_wready_next;
        s_axil_bvalid_reg <= s_axil_bvalid_next;
        data_input_reg[NUM_GPIO-1:0] <= gpio_i;
        data_input_reg_last <= data_input_reg;
        irq_status_summary_last <= irq_status_summary;
        if (do_axil_write) begin
            case ({s_axil_awaddr >> 2, 2'b00})
                AXIL_ADDR_BASE+8'h10: begin
                    if (s_axil_wdata == 32'h0000000A) begin
                        software_rst <= 1'b1;
                    end
                end
                AXIL_ADDR_BASE+8'h24: begin
                    if (s_axil_wstrb[0]) begin
                        data_direct_reg[7:0] <= s_axil_wdata[7:0];
                    end
                    if (s_axil_wstrb[1]) begin
                        data_direct_reg[15:8] <= s_axil_wdata[15:8];
                    end
                    if (s_axil_wstrb[2]) begin
                        data_direct_reg[23:16] <= s_axil_wdata[23:16];
                    end
                    if (s_axil_wstrb[3]) begin
                        data_direct_reg[31:24] <= s_axil_wdata[31:24];
                    end
                end
                AXIL_ADDR_BASE+8'h28: begin
                    if (s_axil_wstrb[0]) begin
                        data_output_reg[7:0] <= s_axil_wdata[7:0];
                    end
                    if (s_axil_wstrb[1]) begin
                        data_output_reg[15:8] <= s_axil_wdata[15:8];
                    end
                    if (s_axil_wstrb[2]) begin
                        data_output_reg[23:16] <= s_axil_wdata[23:16];
                    end
                    if (s_axil_wstrb[3]) begin
                        data_output_reg[31:24] <= s_axil_wdata[31:24];
                    end
                end
                AXIL_ADDR_BASE+8'h30: begin
                    if (s_axil_wstrb[0]) begin
                        irq_redge_en[7:0] <= s_axil_wdata[7:0];
                    end
                    if (s_axil_wstrb[1]) begin
                        irq_redge_en[15:8] <= s_axil_wdata[15:8];
                    end
                    if (s_axil_wstrb[2]) begin
                        irq_redge_en[23:16] <= s_axil_wdata[23:16];
                    end
                    if (s_axil_wstrb[3]) begin
                        irq_redge_en[31:24] <= s_axil_wdata[31:24];
                    end
                end
                AXIL_ADDR_BASE+8'h34: begin
                    if (s_axil_wstrb[0]) begin
                        irq_fedge_en[7:0] <= s_axil_wdata[7:0];
                    end
                    if (s_axil_wstrb[1]) begin
                        irq_fedge_en[15:8] <= s_axil_wdata[15:8];
                    end
                    if (s_axil_wstrb[2]) begin
                        irq_fedge_en[23:16] <= s_axil_wdata[23:16];
                    end
                    if (s_axil_wstrb[3]) begin
                        irq_fedge_en[31:24] <= s_axil_wdata[31:24];
                    end
                end
                AXIL_ADDR_BASE+8'h38: begin
                    if (s_axil_wstrb[0]) begin
                        irq_bit_mask[7:0] <= s_axil_wdata[7:0];
                    end
                    if (s_axil_wstrb[1]) begin
                        irq_bit_mask[15:8] <= s_axil_wdata[15:8];
                    end
                    if (s_axil_wstrb[2]) begin
                        irq_bit_mask[23:16] <= s_axil_wdata[23:16];
                    end
                    if (s_axil_wstrb[3]) begin
                        irq_bit_mask[31:24] <= s_axil_wdata[31:24];
                    end
                end
                AXIL_ADDR_BASE+8'h3C: begin
                    if (s_axil_wdata == 32'd01) begin
                        irq_status_summary_last <= 32'd0;
                    end
                end
                default: ;
            endcase
        end  
    end
end
always @* begin
    do_axil_read = 1'b0;
    s_axil_arready_next = 1'b0;
    s_axil_rvalid_next = s_axil_rvalid_reg && !s_axil_rready;
    if (s_axil_arvalid && (!s_axil_rvalid || s_axil_rready) && (!s_axil_arready)) begin
        s_axil_arready_next = 1'b1;
        s_axil_rvalid_next = 1'b1;
        do_axil_read = 1'b1;
    end
end
always @(posedge clk) begin
    if (rst || software_rst) begin
        s_axil_arready_reg <= 1'b0;
        s_axil_rvalid_reg <= 1'b0;
    end else begin
        axis_read_tready <= 1'b0;
        s_axil_arready_reg <= s_axil_arready_next;
        s_axil_rvalid_reg <= s_axil_rvalid_next;
        s_axil_rdata_reg <= 32'd0;
        if (do_axil_read) begin
            case ({s_axil_araddr >> 2, 2'b00})
                AXIL_ADDR_BASE+8'h00: s_axil_rdata_reg <= 32'h294EC110;
                AXIL_ADDR_BASE+8'h04: s_axil_rdata_reg <= 32'h00000100;
                AXIL_ADDR_BASE+8'h08: s_axil_rdata_reg <= RB_NEXT_PTR;
                AXIL_ADDR_BASE+8'h20: s_axil_rdata_reg <= NUM_GPIO;
                AXIL_ADDR_BASE+8'h24: s_axil_rdata_reg <= data_direct_reg;
                AXIL_ADDR_BASE+8'h28: s_axil_rdata_reg <= data_output_reg;
                AXIL_ADDR_BASE+8'h2C: s_axil_rdata_reg <= data_input_reg;
                AXIL_ADDR_BASE+8'h30: s_axil_rdata_reg <= irq_redge_en;
                AXIL_ADDR_BASE+8'h34: s_axil_rdata_reg <= irq_fedge_en;
                AXIL_ADDR_BASE+8'h38: s_axil_rdata_reg <= irq_bit_mask;
                AXIL_ADDR_BASE+8'h3C: s_axil_rdata_reg <= irq_status_summary_last;
                default: ;
            endcase
        end  
    end
end
always @* begin
    if (irq_status_summary_last == 32'd0) begin
        irq_status_summary = irq_bit_mask & (
                                (data_input_redge & irq_redge_en) |
                                (data_input_fedge & irq_fedge_en)
                            );
    end
end
endmodule
`resetall
File: design/flow/run.sh
#!/bin/bash
# OpenROAD 26Q1-2900-gdf79404cd8, Yosys 0.63+post, stock flow scripts
make -C /OpenROAD-flow-scripts/flow DESIGN_CONFIG=/design/flow/config.mk WORK_HOME=/design/flow/orfs finish
File: design/flow/config.mk
export PLATFORM = sky130hd
export DESIGN_NAME = gpio_axil
export DESIGN_NICKNAME = gpio_axil
export VERILOG_FILES = /design/flow/design.v
export SDC_FILE = /design/flow/constraint.sdc
export NUM_CORES = 4
export LEC_CHECK = 1
export CORE_UTILIZATION = 40
File: design/flow/constraint.sdc
current_design gpio_axil

set clk_period 5.1
set clk_io_pct 0.2

create_clock -name clk0 -period $clk_period [get_ports {clk}]

set non_clock_inputs [all_inputs -no_clocks]
set_input_delay [expr $clk_period * $clk_io_pct] -clock clk0 $non_clock_inputs
set_output_delay [expr $clk_period * $clk_io_pct] -clock clk0 [all_outputs]
==> flow_metrics.tcl <==
# implementation run metrics
set metrics [dict create \
    maxCapViolations 0 \
    num_vias 5886 \
    yosys_warnings 1 \
    die_h_um 147 \
    drtPass1Iterations 6 \
    crit_fanout 12 \
    grt_max_degree 71 \
    antenna_left 0 \
    cts_setup_buffers 0 \
    async_reset_ff_frac 0 \
    cts-root-buf "clkbuf_16" \
    row_count 52 \
    hold_class "flip-flop to flip-flop" \
    yosys.cell_types.count 50 \
    unclocked_pins 1 \
    syn_to_final_growth_pct 23.6 \
    fp_util 0.411 \
    num_io_pins 126 \
    cts_tree "done" \
    drcViolationCount 0 \
    critPathRequiredTime_ps 5180 \
    rsz0062_at_grt "false" \
    fin_crit_ps 3420 \
    power_leakage_nw 3.89 \
    fillers 1673 \
    cp-end-kind "flip-flop" \
    fmax_mhz 292 \
    synth_area_per_cell_um2 12.4 \
    pre_cts_ws_ps 1240 \
    antenna_cells 0 \
    yosys_area_um2 8370 \
    syn_area_um2 8370 \
    drt_wl_total_mm 22.1 \
    powerDensity_nw_per_um2 324 \
    crit_path_start_kind "input pin" \
    worstSetupPathType "input pin to flip-flop" \
    numPortBuffers 111 \
    ctsHoldBuffers 0 \
    clock_latency_ps 440 \
    synth_top_flop_cell "edfxtp_1" \
    arrival_ps 3500 \
    drive_gt1_frac 0.0977 \
    overflow 0 \
    unconstrained_endpoints 1 \
    edf_count 130 \
    wl_per_cell_um 20.9 \
    setup_viol 0 \
    drt_iter0_markers 536 \
    h-tree-depth 4 \
    vias_per_cell 5.56 \
    gp_congestion 0.825 \
    ir_worst_vdd_uv 214 \
    hold_viol 0 \
    ys.flops 201 \
    dp_hpwl_mm 14.5 \
    cts.repair.resized 0 \
    finalWorstSetupSlack_ps 1680 \
    slew_headroom 0.368 \
    antenna_found_initial 0 \
    chipArea_um2 21500 \
    die_w_um 147 \
    fin_skew_ps 11.0 \
    core_area_um2 20400 \
    syn_inst 673 \
    setup_tns_ps 0 \
    tool_warnings 35 \
    finalClockPeriodUsage 0.671 \
    cts.reportedPaths.clkPinSlew_ps 70 \
    comb_area_um2 2780 \
    grtUsageTotal 0.222 \
    seq_area_um2 5320 \
    status "finished, final reports clean" \
    maxSlewViolCount 0 \
    ys_cells 673 \
    cts_max_path_buffers 2 \
    grt_pass1_wl_mm 33.7 \
    worst_pin_slew_ps 947 \
    grt_pass1_vias 6006 \
    numCtsBuffers 17 \
]
[worst paths after layout]
check	from	endpoint	slack [ps]	cells after the start
hold reg to reg	data_output_reg[2]$_SDFFE_PP0P_	data_output_reg[2]$_SDFFE_PP0P_	460	2
setup / recovery	s_axil_awaddr[6]	irq_bit_mask[28]$_DFFE_PP_	1680	6
setup reg to reg	s_axil_bvalid_reg$_SDFF_PP0_	irq_bit_mask[28]$_DFFE_PP_	2770	5
hold / removal	data_output_reg[2]$_SDFFE_PP0P_	data_output_reg[2]$_SDFFE_PP0P_	460	2
[metal layers]
layer | up-vias | global-route usage | part of all wire
li1 | 2713 | - | -
met1 | 2834 | 0.321 | 0.41
met2 | 308 | 0.326 | 0.45
met3 | 31 | 0.103 | 0.12
met4 | 0 | 0.0391 | 0.020
met5 | - | 0.00227 | 0
[metrics by stage]
step                power [mW]  instances  hold WS (ps)  utilization  cell area [um2]
floorplan                 1.85        676           436            -             8380
global placement          1.97       1026           442        0.477             9710
detailed placement        1.97       1026           453        0.477             9710
CTS                       3.38       1058           464        0.508            10300
global route              3.46       1058           473        0.508            10300
finish                    3.35       1058           459        0.508            10300
[report_power, final]
part / leakage, nW / internal, mW / switching (mW)
clock network: 0.301 / 0.825 / 0.589
registers: 1.79 / 1.73 / 0.00420
logic: 1.80 / 0.0973 / 0.107
total: 3.89 / 2.65 / 0.701
[worst max-delay path, cell delays in order]
cell and delay, ps:
clkdlybuf4s50_1 390, or4_1 510, or4_4 580, nor4_1 320, buf_4 200, and3_1 470
[final cells by class]
type                    instances  share of cell area
well taps                     270              0.0327
clock inverters                14              0.0191
multi-input cells             417               0.269
flip-flops and latches        201               0.515
clock buffers                  18              0.0415
repair buffers                129               0.120
inverters                       9             0.00351
[synthesized netlist by cell type (8+ instances only)]
cell,instances,area share
nor2_1,9,0.0040
a31oi_1,8,0.0060
nor4_1,9,0.0067
and3_1,13,0.0097
a22oi_1,15,0.013
o221ai_1,9,0.0094
mux2i_1,75,0.090
a21oi_1,26,0.016
clkbuf_1,34,0.015
nand3_1,9,0.0054
mux2_2,11,0.015
inv_1,9,0.0040
a222oi_1,15,0.018
dfxtp_1,70,0.17
nand2_1,133,0.060
nand2b_1,15,0.011
edfxtp_1,130,0.47
[cells in the final DEF (no fill, tap or decap), types with 3 or more instances in the layout]
master | synthesis | final
dfxtp_1 | 70 | 70
o221ai_1 | 9 | 9
bufinv_16 | 0 | 4
mux2i_1 | 75 | 75
clkdlybuf4s50_1 | 0 | 110
mux2_2 | 11 | 11
nand2_1 | 133 | 133
a22o_1 | 7 | 7
a222oi_1 | 15 | 15
buf_4 | 5 | 18
nor2_1 | 9 | 9
inv_1 | 9 | 8
a22oi_1 | 15 | 15
nor3_1 | 3 | 3
clkinv_4 | 0 | 4
a31oi_1 | 8 | 8
nor4_1 | 9 | 9
conb_1 | 1 | 4
edfxtp_1 | 130 | 130
nand2b_1 | 15 | 15
a21oi_1 | 26 | 26
or4_4 | 7 | 7
or3_1 | 3 | 3
and3_1 | 13 | 13
a2bb2oi_1 | 4 | 4
nand3_1 | 9 | 9
clkbuf_16 | 0 | 17
or4_1 | 6 | 6
nor2b_1 | 7 | 7
[cell families (layout without fill, tap and decap cells)]
kind of cell	count (synthesis)	count (layout)	share of synthesized area
AOI/OAI and AO/OA	91	91	0.0806
buffers and inverters	58	170	0.0348
DFF	200	200	0.634
latches	1	1	0.00179
and+or+nand+nor	236	236	0.144
other	1	4	0.000448
muxes	86	86	0.105
No activity file was given, so power comes from the tool's default toggle rates.
